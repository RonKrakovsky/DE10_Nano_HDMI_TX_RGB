<file path="design/flow/config.mk">
export PLATFORM = sky130hd
export DESIGN_NAME = AUDIO_IF
export DESIGN_NICKNAME = AUDIO_IF
export VERILOG_FILES = /design/flow/design.v
export SDC_FILE = /design/flow/constraint.sdc
export NUM_CORES = 4
export LEC_CHECK = 1
export CORE_AREA = 10 10 107 107
export DIE_AREA = 0 0 117 117
</file>
<file path="design/flow/constraint.sdc">
current_design AUDIO_IF

set clk_period 2.4
set clk_io_pct 0.2

create_clock -name clk0 -period $clk_period [get_ports {clk}]

set non_clock_inputs [all_inputs -no_clocks]
set_input_delay [expr $clk_period * $clk_io_pct] -clock clk0 $non_clock_inputs
set_output_delay [expr $clk_period * $clk_io_pct] -clock clk0 [all_outputs]
</file>
<file path="design/flow/design.v">
module AUDIO_IF(
	reset_n,
	sclk,
	lrclk,
	i2s,
	clk
);
output						sclk;	
output 						lrclk;
input 						reset_n;
output	[3:0]				i2s;
input 						clk;
parameter	DATA_WIDTH					=	16;
parameter	SIN_SAMPLE_DATA			=	48;
reg    				      lrclk;
reg 	[5:0]					sclk_Count;
reg   [5:0]				   Simple_count;
reg 	[15:0]				Data_Bit;
reg 	[6:0]					Data_Count;
reg	[5:0]				   SIN_Cont;
reg	[3:0]					i2s;
assign sclk = clk;
always@(negedge  sclk or negedge reset_n)
begin
	if(!reset_n)
	begin
	  lrclk<=0;
	  sclk_Count<=0;
	end
	else if(sclk_Count>=DATA_WIDTH-1)
	begin
	  sclk_Count <= 0;
	  lrclk <= ~lrclk;
	end
	else 
     sclk_Count <= sclk_Count + 1;
end
always@(negedge sclk or negedge reset_n)
begin
  if(!reset_n)
  begin
    Data_Count <= 0;
  end
  else
  begin
    if(Data_Count >= DATA_WIDTH-1)
	 begin
      Data_Count <= 0;
    end
	 else 
	 Data_Count <= Data_Count +1;
  end
end
always@(negedge sclk or negedge reset_n)
begin
  if(!reset_n)
  begin
    i2s <= 0;
  end
  else
  begin
    i2s[0] <= Data_Bit[~Data_Count];
	 i2s[1] <= Data_Bit[~Data_Count];
	 i2s[2] <= Data_Bit[~Data_Count];
	 i2s[3] <= Data_Bit[~Data_Count];
  end
end
always@(negedge lrclk or negedge reset_n)
begin
	if(!reset_n)
	  SIN_Cont	<=	0;
	else
	begin
		if(SIN_Cont < SIN_SAMPLE_DATA-1 )
		SIN_Cont	<=	SIN_Cont+1;
		else
		SIN_Cont	<=	0;
	end
end
always@(SIN_Cont)
begin
	case(SIN_Cont)
    0  :   Data_Bit      <=      0       ;
    1  :   Data_Bit      <=      4276    ;
    2  :   Data_Bit      <=      8480    ;
    3  :   Data_Bit      <=      12539   ;
    4  :   Data_Bit      <=      16383   ;
    5  :   Data_Bit      <=      19947   ;
    6  :   Data_Bit      <=      23169   ;
    7  :   Data_Bit      <=      25995   ;
    8  :   Data_Bit      <=      28377   ;
    9  :   Data_Bit      <=      30272   ;
    10  :  Data_Bit      <=      31650   ;
    11  :  Data_Bit      <=      32486   ;
    12  :  Data_Bit      <=      32767   ;
    13  :  Data_Bit      <=      32486   ;
    14  :  Data_Bit      <=      31650   ;
    15  :  Data_Bit      <=      30272   ;
    16  :  Data_Bit      <=      28377   ;
    17  :  Data_Bit      <=      25995   ;
    18  :  Data_Bit      <=      23169   ;
    19  :  Data_Bit      <=      19947   ;
    20  :  Data_Bit      <=      16383   ;
    21  :  Data_Bit      <=      12539   ;
    22  :  Data_Bit      <=      8480    ;
    23  :  Data_Bit      <=      4276    ;
    24  :  Data_Bit      <=      0       ;
    25  :  Data_Bit      <=      61259   ;
    26  :  Data_Bit      <=      57056   ;
    27  :  Data_Bit      <=      52997   ;
    28  :  Data_Bit      <=      49153   ;
    29  :  Data_Bit      <=      45589   ;
    30  :  Data_Bit      <=      42366   ;
    31  :  Data_Bit      <=      39540   ;
    32  :  Data_Bit      <=      37159   ;
    33  :  Data_Bit      <=      35263   ;
    34  :  Data_Bit      <=      33885   ;
    35  :  Data_Bit      <=      33049   ;
    36  :  Data_Bit      <=      32768   ;
    37  :  Data_Bit      <=      33049   ;
    38  :  Data_Bit      <=      33885   ;
    39  :  Data_Bit      <=      35263   ;
    40  :  Data_Bit      <=      37159   ;
    41  :  Data_Bit      <=      39540   ;
    42  :  Data_Bit      <=      42366   ;
    43  :  Data_Bit      <=      45589   ;
    44  :  Data_Bit      <=      49152   ;
    45  :  Data_Bit      <=      52997   ;
    46  :  Data_Bit      <=      57056   ;
    47  :  Data_Bit      <=      61259   ;
	default	:
		   Data_Bit		<=		0		;
	endcase
end
endmodule
</file>
<file path="design/flow/run.sh">
#!/bin/bash
# OpenROAD 26Q1-2900-gdf79404cd8, Yosys 0.63+post, stock flow scripts
make -C /OpenROAD-flow-scripts/flow DESIGN_CONFIG=/design/flow/config.mk WORK_HOME=/design/flow/orfs finish
</file>
==> run summary <==
impl run done, here's what came out: clock-pin slew of the registers on the worst-case setup and hold paths 0.04 ns, Critical Path End Type output port, number of hold buffers added after cts 0, termination of the worst setup path i2s[2], number of instances resized during post-cts repair 15, R2R cell count 4, total cell area reported by yosys after synthesis 2227 µm², share of the core filled by cells before placement 24.22%, routability congestion estimate 0.9051, unrepaired setup endpoints after global routing yes, setup repair bufs after CTS 0, stages on the worst setup path 1, iteration count of the initial detailed-routing pass 5, worst path arrival time 2.10 ns, cell family with most CP delay flip-flops, number of cell rows 35, total of endpoints with negative setup slack in the final report 5, Power Dens Cells 325.2 nW/µm², nature of the critical path startpoint flop, sequential cell area 525.5 µm², combined area of the multi-input logic cells 1475 µm², end of the worst register-to-register path Data_Count[0], Pleak 0.0008435 µW, instance tally after logic synthesis 258, async set or reset register ratio after synthesis 100.0%, maximum fanout encountered on the critical timing path 4, Post-synth EDFFs 0, crit path setup slack, layout -0.1815 ns, Post-Route Utilization 25.47%, Via-to-Cell Ratio 5.449, Final Slew Violations 0, First DRT Iteration DRCs 221, cell total after placement 356, headroom to the max-slew limit 47.72%, startpoint-to-endpoint class of the critical path reg2out, number of distinct library cells after synthesis 71, Largest type area fraction 23.60%, vias 1,978, clock tree from TritonCTS built, Floorplan Core Area 9196 µm², count of endpoints without a timing constraint 6, Top Ports 8, max capacitance violation total 0, Avg Synthesized Cell Area 8.632 µm², largest stage delay on the critical path 0.42 ns, internal reg-to-reg setup slack 0.58 ns, most frequent cells after synthesis dfrtn_1, nor2_1, nand2_1, number of antenna violations at the first check in global routing 0, most area-hungry cell type in the Yosys netlist dfrtn_1, die boundary height 117 µm, Clock Skew 0.0005852 ns, maximum vdd ir drop 0.3697 mV, first-pass GRT wire length 9480 µm, cell with the most instances after synthesis dfrtn_1, failing checks negative setup slack, cell count in the Yosys report 258, post-DR wirelength/cell 15.34 µm, top area cells in the synthesized netlist dfrtn_1, ha_1, buf_6, total placed instance area 2280 µm², Setup TNS -0.8716 ns, total of flip-flops plus latches after synthesis 21, synthesized area 2227 µm², Least-Margin Pin Slew 0.7841 ns, # port buffers 7, WL final 5570 µm, Min-Delay Path Class reg2reg, final antenna-violating net count 0, number of OpenROAD warnings 35, total die size 13,690 µm², Syn. warnings 1, clock latency reported for the late side of the worst-skew pair 0.38 ns, Buf/Inv on CP 1, cell with the largest stage delay on the worst path dfrtn_1, post-DP HPWL 3695 µm, tightest hold margin 0.3983 ns, number of global-route vias before repair 1,918, non-filler instance count after layout 363, launch instance of the worst register-to-register path Data_Count[0], width of the die 117 µm, fill count 1,003, Post-route DRC 0, Final Hold Violation Tally 0, post-route cell area 2342 µm², P&R area growth vs syn 5.169%, top_reg_cell synth dfrtn_1, register pins left without a clock 6, total overflow reported by the global router 0, largest net degree at the start of global routing 60, fraction of final layout cells with drive strength greater than 1 12.70%, Seq share, synth 23.60%, required time of the critical path 1.92 ns, Total Routing Usage GR 8.456%, status complete, but fails checks, antenna fix cells 0, Worst setup startpoint i2s[0], cell chain of the critical path buf_2, startpoint of the tightest hold check path sclk_Count[0]
==> worst reg2reg max path: cells and delay by family, from the launching register on <==
family,cells,cell delay [ns]
AOI/OAI and AO/OA,2,0.42
adders and majority gates,1,0.29
and+or+nand+nor,1,0.09
DFF,1,0.83
==> metal layers <==
| layer | up-vias | GRT usage, % | part of all wire [%] |
|---|---|---|---|
| li1 | 953 | - | - |
| met1 | 921 | 12.49 | 46 |
| met2 | 96 | 12.49 | 44 |
| met3 | 8 | 1.806 | 8.8 |
| met4 | 0 | 1.647 | 1.4 |
| met5 | - | 0 | 0 |
==> state kept, by name (all words and copies together) (netlist names) <==
register	flops
i2s	1
SIN_Cont	6
lrclk	1
Data_Count	7
sclk_Count	6
==> per-stage QoR <==
step                setup WS (ns)  power, µW
CTS                       -0.2012      785.0
global placement          -0.1799      447.0
global route              -0.2415      816.4
detailed placement        -0.1880      447.7
finish                    -0.1815      761.6
floorplan                  0.2263      386.1
==> layout make-up <==
cell class | count | area share [%]
well taps | 111 | 5.929
clock buffers | 7 | 3.953
flip-flops and latches | 21 | 22.44
inverters | 6 | 1.175
clock inverters | 1 | 0.2137
multi-input cells | 207 | 62.98
repair buffers | 10 | 3.312
==> layout by cell type, fill, tap and decap left out, drive strengths merged, types with 5 or more instances in the layout <==
cell     n
a211oi   5
inv      6
ha      11
nand2b  12
buf      9
a311oi   6
conb     5
nor2    21
nor2b    5
nand2   17
and2     5
dfrtn   21
clkbuf   6
a31oi    7
o21ai   18
nor3     6
a21oi   15
==> worst min-delay path by stage <==
stage / to / slack (ns) / depth (start not counted)
after CTS: sclk_Count[0] / 0.40 / 1
after global routing: sclk_Count[0] / 0.40 / 1
final: sclk_Count[0] / 0.40 / 1
==> power breakdown <==
group / switching (µW) / internal (µW)
clock: 110 / 248
combinational: 34.2 / 36.0
sequential: 11.8 / 322
==> cells by family (layout without fill, tap and decap cells) <==
| logic type | after synthesis | count (layout) | share of synthesized area [%] |
|---|---|---|---|
| DFF | 21 | 21 | 23.60 |
| buffers and inverters | 34 | 24 | 10.84 |
| muxes | 6 | 6 | 3.427 |
| AOI/OAI and AO/OA | 92 | 92 | 31.18 |
| other | 1 | 5 | 0.1684 |
| and+or+nand+nor | 86 | 86 | 21.86 |
| xor gates and xnor gates | 7 | 7 | 2.753 |
| adders and majority gates | 11 | 11 | 6.180 |
No activity file was given, so power comes from the tool's default toggle rates.
